[run.sh]
#!/bin/bash
# OpenROAD 26Q1-2900-gdf79404cd8, Yosys 0.63+post, stock flow scripts
make -C /OpenROAD-flow-scripts/flow DESIGN_CONFIG=/design/flow/config.mk WORK_HOME=/design/flow/orfs finish
[config.mk]
export PLATFORM = sky130hd
export DESIGN_NAME = vga
export DESIGN_NICKNAME = vga
export VERILOG_FILES = /design/flow/design.v
export SDC_FILE = /design/flow/constraint.sdc
export NUM_CORES = 4
export LEC_CHECK = 1
export CORE_UTILIZATION = 50
[constraint.sdc]
current_design vga

set clk_period 3.9
set clk_io_pct 0.2

create_clock -name clk0 -period $clk_period [get_ports {dclk}]

set non_clock_inputs [all_inputs -no_clocks]
set_input_delay [expr $clk_period * $clk_io_pct] -clock clk0 $non_clock_inputs
set_output_delay [expr $clk_period * $clk_io_pct] -clock clk0 [all_outputs]
[design.v]
module vga(rst,dclk,db,r,g,b,hs,vs,x,y);
input dclk,rst;
input [2:0] db;
output r;
output g;
output b;
output reg hs,vs;
output reg [9:0] x,y;
reg [18:0] addr;
reg [10:0] count_v,count_h;
reg flag;
assign {r,g,b} = (flag == 1 ? db : 0);
always@(posedge dclk) begin
	if(rst)
		begin count_h <= 0;count_v <= 0;hs <= 0;vs <= 1;x <= 0;y <= 0;end
	else begin
		if (count_h == 800) count_h <= 0;
		else count_h <= count_h + 1;
		if (count_v == 525) count_v <= 0;
		else if (count_h == 800) count_v <= count_v + 1;
		if (count_h == 0) hs <= 0;
		if (count_v == 2) vs <= 1;
		if (count_h == 96) hs <= 1;
		if (count_v == 0) vs <= 0;
		if (count_v > 2+33 && count_v < 525-10+1) begin
			if ((count_h > 96+48) && (count_h < 800-16+1)) begin 
				flag <= 1;
				addr <= addr + 1; 
				x <= x + 1;
			end
			else begin
				flag <= 0;
				x <= 0;
				if(flag) y <= y + 1;
			end
		end
		else begin
			addr <= 0;
			y <= 0;
		end
	end
end
endmodule
==> GITHUB_STEP_SUMMARY <==
## Synthesis and layout report

| Metric | Value |
|---|---|
| Status | finished clean |
| Ys flop type | dfxtp_1 |
| Area growth syn-to-layout | 17.0% |
| Max-Cap Viols | 0 |
| Registers, synthesis | 45 |
| Worst R2R Path Depth | 7 |
| Slew Limit Fails | 0 |
| R2r startpoint | count_h[0] |
| Starting density of the core | 0.526 |
| Sw Share | 0.200 |
| Startpoint Class | input port |
| Unrepaired setup endpoints after global routing | no |
| Post-DP HPWL | 2940 um |
| Clk sink count | 45 |
| Final setup TNS | 0 ns |
| Top cells excl fill/tap | dfxtp_1 (44), nor2_1 (34), clkdlybuf4s50_1 (29) |
| Layout Cells excl Fill | approximately 340 |
| Sequential share of power | 0.548 |
| Placed instance count | 333 |
| Num CTS Buffers | 5 |
| Worst setup endpoint | g |
| Gate power share | 0.028 |
| CP endpoint kind | output pin |
| Input/output buffers | 29 |
| Via count | 1887 |
| Clk buf depth | 2 |
| Tmin final | 2.56 ns |
| Power Density | 315 nW/um2 |
| Post-synth seq share | 0.392 |
| Psw | 0.171 mW |
| Htree depth | 2 |
| Cell Rows | 24 |
| Area leader share | 0.380 |
| Hold_buf cts | 0 |
| Cts repair resizes | 0 |
| Ant diodes | 0 |
| Peak supply drop | around 0.26 mV |
| DIE HEIGHT | approximately 70 um |
| Vias in the first global route | around 1700 |
| Layout cells sized above 1 | 0.0900 |
| Clk_skew | approximately 0.0060 ns |
| Capturing point of the worst reg2reg path | x[9] |
| Worst Path Arrival | 1.78 ns |
| Chip area | 4920 um2 |
| Routed len/inst | 12.5 um |
| Worst-path maximum fanout | 1 |
| Top cells by area, synth | dfxtp_1 (38%), xor2_1 (7.9%), nor2_1 (5.5%), ha_1 (4.3%), a21oi_1 (3.2%) |
| Yosys cell count | ~260 |
| Final GP Congestion | 0.782 |
| Clk latency of the worst-skew pair | 0.30 ns |
| Grt total ovfl | 0 |
| Min-Delay Path Class | flop to flop |
| Crit path kind | input port to output pin |
| Post-CTS Setup Inserts | 0 |
| Top logic cell by instance count in the layout | dfxtp_1 |
| Largest net degree at the start of global routing | 23 |
| Initial DRC Count | 122 |
| Worst slew margin | 0.541 |
| Top cell type by total area after synthesis | dfxtp_1 |
| Reg2reg setup slack | ~1.5 ns |
| OpenROAD warnings | 30 |
| Achievable frequency | slightly below 0.4 GHz |
| Number of enable flip-flop cells | 1 |
| First-pass GRT wire length | 7430 um |
| CTS tree | done |
| Core Region | about 4400 um2 |
| Setup violation total in the final timing report | 0 |
| # DRC | 0 |
| Fraction of registers with async set/reset | 0 |
| Clk pwr share | 0.423 |
| Clock tree root driver cell | clkbuf_8 |
| Critical Path Source | db[1] |
| Worst Tran Pin Value | 0.686 ns |
| Critical Path RT | 3.12 ns |
| Die W | 70.1 um |
| CTS clk-pin slew, worst paths | 0.08 ns |
| First-pass DRT Iterations | 4 |
| DRT Wirelength | 4270 um |
| P_int | about 0.7 mW |
| Final hold violations | 0 |
| Yosys warning count | 1 |
| Post-DR vias/cell | roughly 5.5 |
| Yosys stat chip area | 2320 um2 |
| Total I/O pin count | 30 |
| Unique cell types | 53 |
| Initial antenna violation count | 0 |
| Mapped Cells | 263 |
| Tcrit/Tclk final | 0.658 |
| Static leakage | 0.954 nW |
| Mean Syn Cell Area | 8.83 um2 |
| GR Util All Layers | 0.185 |
| Post-synthesis cell area | 2320 um2 |
| DRT antenna net count | 0 |
cell families after synthesis:
kind of cell               share of synthesized area
buffers and inverters                         0.0588
adders and majority gates                     0.0431
xor gates and xnor gates                      0.0906
AOI/OAI and AO/OA                              0.135
and+or+nand+nor                                0.267
muxes                                         0.0135
DFF                                            0.392
power by group through the flow:
stage         Sequential (mW)  Combinational (mW)  Clock [mW]
finish                  0.469              0.0243       0.362
global route            0.470              0.0272       0.394
CTS                     0.469              0.0245       0.375
per-layer routing:
| layer | vias to the layer above | global-route usage | routed length (um) |
|---|---|---|---|
| met4 | 0 | 0.0289 | 44 |
| met1 | 867 | 0.278 | 2150 |
| li1 | 981 | - | - |
| met3 | 4 | 0.0307 | 199 |
| met5 | - | 0 | 0 |
| met2 | 35 | 0.292 | 1880 |
critical path, stage by stage:
cell             delay (ns)
clkdlybuf4s50_1        0.45
and2_1                 0.11
clkdlybuf4s50_1        0.44
Yosys cell counts (all sizes together), types with 6 or more instances:
master  number
o21ai        8
o32ai        6
and2         7
nor2        34
nand4       10
nand2       12
nand3        9
ha           8
dfxtp       44
inv         15
or3         15
clkbuf       7
xor2        21
and3         6
a21oi       16
final cells by class:
type / count / area, um2
Clock buffer: 7 / 86.3
Inverter: 16 / 60.1
Timing Repair Buffer: 29 / 290
Multi-Input combinational cell: 191 / 1270
Fill cell: 392 / 1700
Clock inverter: 1 / 30.0
Tap cell: 52 / 65.1
Sequential cell: 45 / 911
through the flow:
| step | instance area [um2] | utilization | total power, mW | hold WS [ns] | setup WS, ns |
|---|---|---|---|---|---|
| after detailed placement | 2600 | 0.589 | 0.504 | 0.495 | 1.33 |
| after CTS | 2720 | 0.615 | 0.868 | 0.506 | 1.33 |
| after floorplan | 2320 | - | 0.495 | 0.442 | 1.76 |
| final | 2720 | 0.615 | 0.855 | 0.502 | 1.34 |
| after global placement | 2600 | 0.589 | 0.504 | 0.493 | 1.33 |
| after global routing | 2720 | 0.615 | 0.891 | 0.531 | 1.28 |
registers in the layout, summed over array words and instances (netlist names):
signal   cells
count_h     11
count_v     11
y           10
x           10
flag         1
vs           1
hs           1
worst min-delay path by stage:
| stage | from | endpoint | slack [ns] | depth (start not counted) |
|---|---|---|---|---|
| global route | hs | hs | 0.53 | 2 |
| CTS | y[4] | y[4] | 0.51 | 2 |
| finish | hs | hs | 0.50 | 2 |
Power is estimated from default activity; no workload was simulated.
