[design/flow/config.mk]
export PLATFORM = sky130hd
export DESIGN_NAME = move
export DESIGN_NICKNAME = move
export VERILOG_FILES = /design/flow/design.v
export SDC_FILE = /design/flow/constraint.sdc
export NUM_CORES = 4
export LEC_CHECK = 1
export CORE_UTILIZATION = 30
[design/flow/constraint.sdc]
current_design move

set clk_period 5.0
set clk_io_pct 0.2

create_clock -name clk0 -period $clk_period

set non_clock_inputs [all_inputs -no_clocks]
set_input_delay [expr $clk_period * $clk_io_pct] -clock clk0 $non_clock_inputs
set_output_delay [expr $clk_period * $clk_io_pct] -clock clk0 [all_outputs]
[design/flow/design.v]
module move(i3,i2,i1,i0,o3,o2,o1,o0);
	input [3:0] i3,i2,i1,i0;
	output reg [3:0] o3,o2,o1,o0;
	wire f3,f2,f1,f0;
	assign f3 = (i3!=4'h0);
	assign f2 = (i2!=4'h0);
	assign f1 = (i1!=4'h0);
	assign f0 = (i0!=4'h0);
	always @(i3 or i2 or i1 or i0 or f3 or f2 or f1 or f0) begin
		case({f3,f2,f1,f0})
			4'b0000 : {o3,o2,o1,o0} <= {4'h0,4'h0,4'h0,4'h0};
			4'b0001 : {o3,o2,o1,o0} <= {4'h0,4'h0,4'h0,i0};
			4'b0010 : {o3,o2,o1,o0} <= {4'h0,4'h0,4'h0,i1};
			4'b0011 : if(i1!=i0) {o3,o2,o1,o0} <= {4'h0,4'h0,i1,i0};
			          else {o3,o2,o1,o0} <= {4'h0,4'h0,4'h0,i0+4'h1};
			4'b0100 : {o3,o2,o1,o0} <= {4'h0,4'h0,4'h0,i2};
			4'b0101 : if(i2!=i0) {o3,o2,o1,o0} <= {4'h0,4'h0,i2,i0};
			          else {o3,o2,o1,o0} <= {4'h0,4'h0,4'h0,i0+4'h1};
			4'b0110 : if(i2!=i1) {o3,o2,o1,o0} <= {4'h0,4'h0,i2,i1};
			          else {o3,o2,o1,o0} <= {4'h0,4'h0,4'h0,i1+4'h1};
			4'b0111 : if(i2!=i1 && i1!=i0) {o3,o2,o1,o0} <= {4'h0,i2,i1,i0};
			          else if(i1==i0) {o3,o2,o1,o0} <= {4'h0,4'h0,i2,i0+4'h1};
			          else {o3,o2,o1,o0} <= {4'h0,4'h0,i1+4'h1,i0};
			4'b1000 : {o3,o2,o1,o0} <= {4'h0,4'h0,4'h0,i3};
			4'b1001 : if(i3!=i0) {o3,o2,o1,o0} <= {4'h0,4'h0,i3,i0};
			          else {o3,o2,o1,o0} <= {4'h0,4'h0,4'h0,i0+4'h1};
			4'b1010 : if(i3!=i1) {o3,o2,o1,o0} <= {4'h0,4'h0,i3,i1};
			          else {o3,o2,o1,o0} <= {4'h0,4'h0,4'h0,i1+4'h1};
			4'b1011 : if(i3!=i1 && i1!=i0) {o3,o2,o1,o0} <= {4'h0,i3,i1,i0};
			          else if(i1==i0) {o3,o2,o1,o0} <= {4'h0,4'h0,i3,i0+4'h1};
			          else {o3,o2,o1,o0} <= {4'h0,4'h0,i1+4'h1,i0};
			4'b1100 : if(i3!=i2) {o3,o2,o1,o0} <= {4'h0,4'h0,i3,i2};
			          else {o3,o2,o1,o0} <= {4'h0,4'h0,4'h0,i2+4'h1};
			4'b1101 : if(i3!=i2 && i2!=i0) {o3,o2,o1,o0} <= {4'h0,i3,i2,i0};
			          else if(i2==i0) {o3,o2,o1,o0} <= {4'h0,4'h0,i3,i0+4'h1};
			          else {o3,o2,o1,o0} <= {4'h0,4'h0,i2+4'h1,i0};
			4'b1110 : if(i3!=i2 && i2!=i1) {o3,o2,o1,o0} <= {4'h0,i3,i2,i1};
			          else if(i2==i1) {o3,o2,o1,o0} <= {4'h0,4'h0,i3,i1+4'h1};
			          else {o3,o2,o1,o0} <= {4'h0,4'h0,i2+4'h1,i1};
			4'b1111 : if(i3!=i2 && i2!=i1 && i1!=i0) {o3,o2,o1,o0} <= {i3,i2,i1,i0};
			          else if(i3==i2 && i1==i0) {o3,o2,o1,o0} <= {4'h0,4'h0,i2+4'h1,i0+4'h1};
			          else if(i1==i0) {o3,o2,o1,o0} <= {4'h0,i3,i2,i0+4'h1};
			          else if(i2==i1) {o3,o2,o1,o0} <= {4'h0,i3,i1+4'h1,i0};
			          else {o3,o2,o1,o0} <= {4'h0,i2+4'h1,i1,i0};
			default : {o3,o2,o1,o0} <= {4'h0,4'h0,4'h0,4'h0};
		endcase
	end
endmodule
[design/flow/run.sh]
#!/bin/bash
# OpenROAD 26Q1-2900-gdf79404cd8, Yosys 0.63+post, stock flow scripts
make -C /OpenROAD-flow-scripts/flow DESIGN_CONFIG=/design/flow/config.mk WORK_HOME=/design/flow/orfs finish
==> results.sh <==
# implementation run metrics
export IMPL_cp_num_buf_inv=3
export IMPL_crit_top_cell="clkdlybuf4s50_1"
export IMPL_cp_start_kind="primary input"
export IMPL_finalSetupViolCount=0
export IMPL_diodes=0
export IMPL_clkbuf_count=0
export IMPL_drcViolationCount=0
export IMPL_warning_count=35
export IMPL_placementRows=27
export IMPL_fmax_mhz=206.1
export IMPL_final_area_mm2=0.002400
export IMPL_fillerInstances=597
export IMPL_placed_cell_area_mm2=0.002366
export IMPL_drt_pass1_iter_count=6
export IMPL_yosysSeqAreaShare_pct=0
export IMPL_grt_max_degree=15
export IMPL_ys_cells=266
export IMPL_top_logic_kind="simple AND/OR/NAND/NOR gates"
export IMPL_vdd_drop_max_uv=37.13
export IMPL_drive_above_1_share_pct=18.93
export IMPL_rsz0062_at_grt="no"
export IMPL_hold_path_class="primary input to primary output"
export IMPL_path_cells="clkdlybuf4s50_1, inv_1, ha_1, or3b_1, nor2_2, nand3_1, o32ai_1, a2111oi_0, nand4_1, clkdlybuf4s50_1"
export IMPL_slew_headroom_pct=60.98
export IMPL_tightest_slew_ns=0.5853
export IMPL_path_class="primary input to primary output"
export IMPL_n_sequential_cell=0
export IMPL_setup_tns_ns=0
export IMPL_critPathMaxFanout=9
export IMPL_die_w_um=79.12
export IMPL_dp_hpwl_um=5623
export IMPL_holdWs_ns=3.077
export IMPL_antenna_found_initial=0
export IMPL_synthAoiAreaFrac_pct=33.73
export IMPL_area_growth_pct=34.50
export IMPL_grt_pass1_vias=2113
export IMPL_worst_path_largest_cell_delay_ns=0.47
export IMPL_core_mm2=0.005608
export IMPL_flop_area_um2=0
export IMPL_portBuffers=32
export IMPL_die_area_mm2=0.006260
export IMPL_die_h_um=79.12
export IMPL_status="completed"
export IMPL_fp_utilization_pct=31.82
export IMPL_ys_sh_adder_pct=4.208
export IMPL_critPathTopFamily="simple AND/OR/NAND/NOR gates"
export IMPL_ant_nets=0
export IMPL_globalRouteOverflowTotal=0
export IMPL_simple_gate_share_pct=34.64
export IMPL_syn_area_mm2=0.001784
export IMPL_grt_usage_pct=23.53
export IMPL_xor_share_pct=14.73
export IMPL_mux_share_pct=2.875
export IMPL_slowest_stage="clkdlybuf4s50_1"
export IMPL_drv_cap=0
export IMPL_p_total_mw=0.2205
export IMPL_syn_inst=266
export IMPL_ys_warnings_count=1
export IMPL_yosys_area_mm2=0.001784
export IMPL_slew_viol_final=0
export IMPL_synth_avg_cell_area_um2=6.708
export IMPL_ios=32
export IMPL_vias_per_cell=6.108
export IMPL_cp_end_kind="primary output"
export IMPL_power_density_mw_per_mm2=91.87
export IMPL_synth_cell_types=56
export IMPL_gp_congestion=0.9841
export IMPL_cp_arrival_ns=3.85
export IMPL_crit_required_ns=4.00
export IMPL_drt_iter0_drc=257
export IMPL_finalHoldViolCount=0
export IMPL_via_count=2376
export IMPL_period_used_pct=97.02
export IMPL_period_minus_slack_ns=4.851
export IMPL_wl_per_cell_um=18.40
export IMPL_grt_pass1_wl_um=11430
export IMPL_p_leak_nw=0.8692
export IMPL_routed_wl_um=7157
-- path summary, 6_finish.rpt --
kind              start     to  slack (ns)  cells past startpoint
setup / recovery  i1[0]  o1[1]        0.15                     10
hold / removal    i2[0]  o2[0]        3.08                      4
-- layout make-up --
class / count / area [um2] / area share (%)
Multi-Input combinational cell: 234 / 1620 / 67.52
Timing Repair Buffer: 76 / 663.1 / 27.63
Tap cell: 72 / 90.09 / 3.754
Inverter: 7 / 26.28 / 1.095
-- stage by stage --
step | instances | worst slack, ns | utilization [%]
2_1_floorplan | 266 | 1.218 | -
3_3_place_gp | 386 | 0.1443 | 42.19
3_5_place_dp | 386 | 0.1429 | 42.19
4_1_cts | 386 | 0.1533 | 42.19
5_1_grt | 389 | 0.006730 | 42.79
6_report | 389 | 0.1491 | 42.79
-- per-layer routing --
metal | wire [um] | vias to the layer above | GRT usage [%]
met5 | 0 | - | 0
met1 | 3256 | 1087 | 36.53
met4 | 100 | 0 | 2.909
met3 | 711 | 13 | 3.267
met2 | 3088 | 150 | 35.09
li1 | - | 1126 | -
-- report_power, final --
group | switching [mW] | internal, mW
registers | 0 | 0
logic | 0.108 | 0.112
clock network | 0 | 0
total | 0.108 | 0.112
-- synth_stat cells (2+ instances only) --
master	count	area (um2)
nor4_4	2	42.54
and4_1	3	26.28
nor3b_2	3	37.54
xnor2_1	24	210.2
nor2_2	2	12.51
or3_1	3	18.77
nand4_1	7	43.79
o22ai_1	7	43.79
or3b_2	2	17.52
o32ai_1	4	35.03
mux2i_1	4	40.04
a221oi_1	2	17.52
inv_1	7	26.28
ha_1	6	75.07
o211ai_1	3	22.52
a32oi_1	3	26.28
nor2_1	18	67.56
clkbuf_1	5	18.77
nand2b_1	3	18.77
o31ai_1	2	15.01
a31oi_1	5	31.28
buf_6	4	45.04
buf_4	2	15.01
a21oi_1	14	70.07
nor4_1	4	25.02
nor3_1	5	25.02
a21o_1	3	22.52
a2111oi_0	2	17.52
nand3_1	17	85.08
nand2_1	30	112.6
buf_2	14	70.07
xor2_1	6	52.55
a2bb2oi_1	3	26.28
o21ai_0	13	65.06
o221ai_1	4	35.03
a22o_1	2	17.52
a22oi_1	6	45.04
and2_1	4	25.02
-- cell families (layout without fill, tap and decap cells) --
kind of cell    after synthesis  in the layout
compound gates               84             84
xor+xnor                     30             30
fa+ha+maj                     6              6
buf+inv                      32             83
mux                           5              5
simple gates                109            109
-- layout by cell type, fill, tap and decap left out, types with 2 or more instances in the layout --
cell,n
buf_4,43
clkdlybuf4s50_1,32
nand2_1,30
xnor2_1,24
nor2_1,18
nand3_1,17
a21oi_1,14
o21ai_0,13
inv_1,7
nand4_1,7
o22ai_1,7
xor2_1,6
a22oi_1,6
ha_1,6
nor3_1,5
a31oi_1,5
mux2i_1,4
o32ai_1,4
nor4_1,4
and2_1,4
o221ai_1,4
nand2b_1,3
or3_1,3
a21o_1,3
a32oi_1,3
a2bb2oi_1,3
o211ai_1,3
nor3b_2,2
nor4_4,2
nor2_2,2
and4_1,2
o31ai_1,2
a22o_1,2
a221oi_1,2
-- timing repair --
item                       CTS  global route
hold buffers                 0             0
setup endpoints to repair    0             2
resized                      0             4
buffers inserted             0             3
