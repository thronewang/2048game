==> ./design.v <==
module seg(din,dout);
    input [3:0] din;
    output reg [0:287] dout;
    always @(din) begin
        case(din) 
        4'h0 : dout <= 288'h00_00_00_00_00_00_00_00_00_00_00_00_00_00_00_00_00_00_00_00_00_00_00_00_00_00_00_00_00_00_00_00_00_00_00_00; 
        4'h1 : dout <= 288'h00_00_00_00_00_00_00_00_02_02_03_00_00_00_00_00_00_00_00_00_00_00_00_00_00_00_e0_a0_a0_00_00_00_00_00_00_00; 
        4'h2 : dout <= 288'h00_00_00_00_00_00_00_00_03_00_03_00_00_00_00_00_00_00_00_00_00_00_00_00_00_00_80_80_e0_00_00_00_00_00_00_00; 
        4'h3 : dout <= 288'h00_00_00_00_00_00_00_00_03_02_03_00_00_00_00_00_00_00_00_00_00_00_00_00_00_00_e0_a0_e0_00_00_00_00_00_00_00; 
        4'h4 : dout <= 288'h00_00_00_00_00_00_00_03_00_00_03_02_02_00_00_00_00_00_00_00_00_00_00_00_00_e0_00_00_e0_a0_e0_00_00_00_00_00; 
        4'h5 : dout <= 288'h00_00_00_00_00_00_02_02_03_00_02_02_03_00_00_00_00_00_00_00_00_00_00_00_a0_a0_e0_00_e0_a0_a0_00_00_00_00_00; 
        4'h6 : dout <= 288'h00_00_00_00_00_00_03_02_02_00_03_00_03_00_00_00_00_00_00_00_00_00_00_00_e0_a0_e0_00_80_80_e0_00_00_00_00_00; 
        4'h7 : dout <= 288'h00_00_00_00_00_03_00_00_02_02_03_00_03_02_03_00_00_00_00_00_00_00_00_e0_00_00_e0_a0_a0_00_e0_a0_e0_00_00_00; 
        4'h8 : dout <= 288'h00_00_00_00_02_02_03_00_03_02_02_00_03_02_02_00_00_00_00_00_00_00_e0_a0_a0_00_a0_a0_e0_00_e0_a0_e0_00_00_00; 
        4'h9 : dout <= 288'h00_00_00_00_03_02_02_00_00_03_00_00_02_02_03_00_00_00_00_00_00_00_a0_a0_e0_00_00_e0_00_00_e0_a0_a0_00_00_00; 
        4'ha : dout <= 288'h00_00_00_03_00_00_03_02_03_00_02_02_03_00_03_00_03_00_00_00_00_e0_00_00_e0_20_e0_00_e0_a0_a0_00_80_80_e0_00; 
        4'hb : dout <= 288'h00_00_02_02_03_00_03_02_03_00_03_00_03_00_03_02_03_00_00_00_e0_a0_a0_00_e0_20_e0_00_80_80_e0_00_e0_a0_e0_00; 
        4'hc : dout <= 288'h00_00_03_00_03_00_03_02_03_00_03_02_03_00_03_02_02_00_00_00_80_80_e0_00_e0_20_e0_00_a0_a0_e0_00_e0_a0_e0_00; 
        4'hd : dout <= 288'h00_00_03_02_03_00_00_03_00_00_03_02_03_00_02_02_03_00_00_00_e0_a0_e0_00_00_e0_00_00_a0_a0_e0_00_e0_a0_a0_00; 
        default: dout<=288'hff_80_80_80_80_80_80_80_80_80_80_80_80_80_80_80_80_80_ff_00_00_00_00_00_00_00_00_00_00_00_00_00_00_00_00_00; 
        endcase
    end
endmodule
==> ./run.sh <==
#!/bin/bash
# OpenROAD 26Q1-2900-gdf79404cd8, Yosys 0.63+post, stock flow scripts
make -C /OpenROAD-flow-scripts/flow DESIGN_CONFIG=/design/flow/config.mk WORK_HOME=/design/flow/orfs finish
==> ./config.mk <==
export PLATFORM = sky130hd
export DESIGN_NAME = seg
export DESIGN_NICKNAME = seg
export VERILOG_FILES = /design/flow/design.v
export SDC_FILE = /design/flow/constraint.sdc
export NUM_CORES = 4
export LEC_CHECK = 1
export CORE_AREA = 10 10 120 120
export DIE_AREA = 0 0 130 130
export SYNTH_MEMORY_MAX_BITS = 65536
==> ./constraint.sdc <==
current_design seg

set clk_period 2.2
set clk_io_pct 0.2

create_clock -name clk0 -period $clk_period

set non_clock_inputs [all_inputs -no_clocks]
set_input_delay [expr $clk_period * $clk_io_pct] -clock clk0 $non_clock_inputs
set_output_delay [expr $clk_period * $clk_io_pct] -clock clk0 [all_outputs]
==> reports/results.tsv <==
metric	value	unit
status	finished, final reports clean	
vias	1891	
swShare	38.2	%
xor_share	0	%
die_height	130	um
critPathRequiredTime	1.76	ns
grt_max_degree	13	
yosys_area	2550	sq um
crit_buf_inv	3	
finalHoldViolations	0	
grt_pass1_vias	2073	
tool_warnings	42	
dp_slack	-0.646	ns
die_w	130	um
start_kind	input pin	
worstPathCellList	clkbuf_4 -> buf_6 -> ha_4 -> or2b_1 -> and3_1 -> clkdlybuf4s50_1	
design.seq.count	0	
diodes	0	
syn_to_final_growth	30.9	%
dr.pass1.iters	4	
postRouteAntennaNets	0	
synth-compound-area-share	8.74	%
gr-total-overflow	0	
routed_wl	8240	um
rsz0062_at_grt	true	
endpoint_kind	primary output	
cp_slowest_cell	clkdlybuf4s50_1	
whs	1.47	ns
intPower	307	uW
regArea	0	sq um
ys_types	29	
cpPeakStageDelay	0.42	ns
initCoreUtil	21.4	%
synthTopCellsByArea	buf_4 74%, ha_1 4.9%, o21ai_0 3.3%	
arrival	1.72	ns
port_buffers	106	
n_fill_cell	1281	
report.final.slew_viol_count	0	
simple_gate_area_share	8.39	%
finalPower	497	uW
top_logic_kind	buffers and inverters	
core-area	11900	sq um
cellLeakagePower	1.85	nW
synthCells	356	
wire_per_inst	13.7	um
finalCriticalPeriod	2.16	ns
finalSetupViolCount	0	
grt_pass1_wl	11100	um
yosysSeqAreaShare	0	%
ys_sh_adder	4.91	%
setup_ws	0.0403	ns
gp_congestion	0.772	
synth_stat.cells	356	
final_cell_mix	186 x conb_1, 67 x clkdlybuf4s50_1, 48 x buf_4	
drcViolationCount	0	
drt_iter0_drc	43	
io_pins	292	
core.rowCount	40	
peakVddDrop	0.0353	mV
track_usage	7.99	%
max_freq	463	MHz
cp_top_family	buffers and inverters	
dieArea	16900	sq um
p_clk_share	0	%
ys.warnings.count	1	
syn_area	2550	sq um
seqPwrFrac	0	%
synth.largest_area_cell	buf_4	
path_class	in -> out	
drive_above_1_share	22.5	%
antenna_found_initial	0	
hold_class	in -> out	
lay_top_count	conb_1	
p_sw	190	uW
avgSynthCellArea	7.16	sq um
place_hpwl	7030	um
p_comb_share	100.0	%
power.density	149	nW/um^2
post-route-period-util	98.2	%
num-clock-buffers	0	
yosys.area.top_type_share	73.6	%
critPathMaxFanout	4	
mux_area_share	0.785	%
vias_per_cell	3.15	
cap_violations	0	
==> cell usage after synthesis, types with 2 or more instances <==
master and n:
o21ai_0 17, a21oi_1 8, inv_1 6, or2b_1 2, and2_1 5, buf_6 5
o211ai_1 5, nand2_1 19, nor2b_1 3, mux2i_1 2, buf_4 250, nand2b_1 3
nor2_1 6, ha_1 10
==> what timing repair did <==
| action | CTS | global route |
|---|---|---|
| cloned | 5 | 1 |
| setup endpoints to repair | 102 | 32 |
| gates resized | 104 | 33 |
| hold buffers | 0 | 0 |
| setup buffers | 7 | 4 |
| pin swaps | 8 | 8 |
==> cell type report <==
class	count	area, sq um	area share (%)
Inverter	7	43.8	1.31
Multi-Input combinational cell	278	1440	43.3
Tap cell	147	184	5.51
Timing Repair Buffer	169	1670	49.9
==> power groups by stage <==
stage                 Clock (mW)  Combinational [mW]  Sequential [mW]
final                          0               0.497                0
after CTS                      0               0.494                0
after global routing           0               0.562                0
==> routing by layer <==
metal  GRT usage, %  vias to the layer above  routed length, um
met4              0                        0                  0
met2           14.5                      170               3940
met5              0                        -                  0
li1               -                      875                  -
met3           3.17                        0               1070
met1           9.16                      846               3230
==> stage by stage <==
step	cells	util [%]	setup TNS, ns	cell area (sq um)
6_report	601	28.0	0	3340
5_1_grt	601	28.0	-0.0298	3340
4_1_cts	596	26.7	-0.00579	3190
3_5_place_dp	585	24.5	-51.52	2920
3_3_place_gp	585	24.5	-53.33	2920
2_1_floorplan	541	-	0	3240
==> path summary, 6_finish.rpt <==
kind | startpoint | to | cells past startpoint
max | din[0] | dout[200] | 6
min | din[0] | dout[226] | 5
==> worst min-delay path, stage by stage <==
cell and delay (ns):
clkbuf_4 0.14, buf_6 0.13, nor2_1 0.08, o31a_1 0.13
dlymetal6s2s_1 0.11
==> cells by family after synthesis <==
logic type,after synthesis
buf+inv,263
simple gates,43
compound gates,37
fa+ha+maj,10
mux,2
other cells,1
Power and IR drop assume default switching activity.
